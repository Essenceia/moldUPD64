==> flow/run.sh <==
#!/bin/bash
# OpenROAD 26Q1-2900-gdf79404cd8, Yosys 0.63+post, stock flow scripts
make -C /OpenROAD-flow-scripts/flow DESIGN_CONFIG=/design/flow/config.mk WORK_HOME=/design/flow/orfs finish
==> flow/config.mk <==
export PLATFORM = sky130hd
export DESIGN_NAME = cnt_ones_thermo
export DESIGN_NICKNAME = cnt_ones_thermo
export VERILOG_FILES = /design/flow/design.v
export SDC_FILE = /design/flow/constraint.sdc
export NUM_CORES = 4
export LEC_CHECK = 1
export CORE_AREA = 10 10 70 70
export DIE_AREA = 0 0 80 80
==> flow/design.v <==
module cnt_ones_thermo #(
	parameter D_W = 8,
	parameter D_LW = 3 
)(
	input  [D_W-1:0]  data_i,
	output logic [D_LW-1:0] cnt_o
);
logic [D_W:0] data_onehot;
assign data_onehot = data_i + {{D_W-1{1'b0}}, 1'b1};
always_comb begin
	cnt_o = {D_LW{1'bx}};  
	for( int i=0; i <= D_W; i++ ) begin
		if ( data_onehot[i] == 1'b1 ) cnt_o = i;
	end
end
endmodule
==> flow/constraint.sdc <==
current_design cnt_ones_thermo

set clk_period 1.5
set clk_io_pct 0.2

create_clock -name clk0 -period $clk_period

set non_clock_inputs [all_inputs -no_clocks]
set_input_delay [expr $clk_period * $clk_io_pct] -clock clk0 $non_clock_inputs
set_output_delay [expr $clk_period * $clk_io_pct] -clock clk0 [all_outputs]
==> results.toml <==
# physical design summary
[die]
io_pins = 11
fp.dieArea_um2 = 6400
dieWidth_um = 80
fp_util = 0.0802
die_h_um = 80
design.core.area_um2 = 3420
placementRows = 21

[grt]
antenna_found_initial = 0
grt_max_degree = 8
grt_pass1_wl_um = 1630
grt-ovfl-total = 0
grt_util_all_layers = 0.0296
grt_pass1_vias = 402

[finish]
drive_gt1_frac = 0.582
seq_area_um2 = 0
nFillCells = 380
fin_util = 0.187
design_area_um2 = 638
clkbuf_count = 0
fin_cells = 113
numSequentialCells = 0
area_growth_pct = 133

[synth]
syn_area_per_cell_um2 = 6.52
syn_inst = 42
synth.area.top_cells = "and4_1 (6.4%), a21oi_1 (5.5%), nor3_1 (5.5%)"
yosys_area_um2 = 274
synth_cell_types = 25
yosys_warnings = 1
syn_area_um2 = 274
yosysTopAreaCell = "and4_1"
ys_seq_frac = 0
synth_stat.cells = 42
synth_top_area_share = 0.0639

[power]
powerDensity_nw_per_um2 = 222
p_int_uw = 81.7
p_leak_uw = 0.000228
seqPwrFrac = 0
power_switching_uw = 59.6
ir_drop_mv = 0.117
p_sw_frac = 0.422
comb_power_share = 1.000
clkPwrFrac = 0

[worst_setup_path]
crit_path_end_kind = "primary output"
crit_required_ps = 1200
arrival_ps = 1730
cp_max_fo = 2
critPathKind = "primary input to primary output"
start_kind = "primary input"

[final_timing]
worst_pin_slew_ps = 322
timing_hold_violations_final = 0
whs_ps = 1270
drv_slew = 0
fin_ws_ps = -527
slew_headroom = 0.786
setup_viol = 3
fmax_mhz = 493
period_used_share = 1.35
rsz0062_at_grt = "yes"
fin_crit_ps = 2030

[detailed_routing]
initialDrtViolationCount = 5
num_antenna_cells = 0
drc = 0
via_per_inst = 3.85
vias = 435
routed_wl_um = 1080
wire_per_inst_um = 9.53
antenna_left = 0
firstDrtPassIters = 4

[min_path]
min_path_type = "primary input to primary output"

[status]
violations = "setup timing"
status = "finished, violations left"

[placement]
place_area_um2 = 529
port_buffers = 11
dp_cells = 108
gp_congestion = 0.754

[run]
maxCapViolations = 0
warnings = 35
## cell type report
class	count	area (um2)	area share
Tap cell	46	57.6	0.0902
Multi-Input combinational cell	40	333	0.522
Timing Repair Buffer	27	248	0.388
## kinds of logic after synthesis
logic type               Yosys count  share of synthesized area
AND-OR/OR-AND                     14                      0.329
adder cells (fa/ha/maj)            1                     0.0457
multiplexers                       1                     0.0411
AND/OR/NAND/NOR                   24                      0.539
buffers and inverters              2                     0.0457
## routing by layer
| layer | vias to the layer above | wire [um] | GRT usage |
|---|---|---|---|
| met4 | 0 | 0 | 0.00176 |
| li1 | 221 | - | - |
| met5 | - | 0 | 0 |
| met2 | 9 | 461 | 0.0441 |
| met1 | 205 | 548 | 0.0428 |
| met3 | 0 | 68 | 0.00795 |
## metrics by stage
stage	total power, uW	setup TNS (ps)	setup slack, ps
6_report	141	-1050	-527
5_1_grt	156	-1400	-658
4_1_cts	130	-1110	-525
3_5_place_dp	117	-3400	-1280
3_3_place_gp	115	-3370	-1280
2_1_floorplan	47.2	-140	-140
## what timing repair did
action                                  CTS  global route
pin swaps                                15            14
setup buffers                             4             2
gates resized                            50             6
endpoints found under the setup margin    3             3
hold buffers                              0             0
## power groups by stage
| stage | clock, uW | combinational, uW | sequential, uW |
|---|---|---|---|
| final | 0 | 141 | 0 |
| after global routing | 0 | 156 | 0 |
| after CTS | 0 | 130 | 0 |
## cell usage after synthesis (all sizes together)
| library cell | instances |
|---|---|
| a21oi | 3 |
| a221oi | 1 |
| a22oi | 2 |
| a31oi | 2 |
| and2 | 1 |
| and2b | 1 |
| and4 | 2 |
| buf | 2 |
| ha | 1 |
| mux2 | 1 |
| nand2 | 5 |
| nand3 | 1 |
| nand3b | 2 |
| nand4 | 2 |
| nor2 | 4 |
| nor3 | 3 |
| nor4 | 1 |
| o2111ai | 1 |
| o211ai | 1 |
| o21a | 1 |
| o21ai | 3 |
| or4b | 1 |
| or4bb | 1 |
## layout by cell type, fill, tap and decap left out
cell / netlist / final
a31oi_4: 0 / 1
ha_4: 0 / 1
buf_2: 1 / 4
a31oi_1: 2 / 1
mux2_2: 1 / 1
and2_4: 0 / 1
dlygate4sd2_1: 0 / 1
a21oi_1: 3 / 3
o21a_1: 1 / 1
o21ai_0: 3 / 1
clkdlybuf4s50_1: 0 / 2
nor3_1: 3 / 2
buf_8: 0 / 2
nor4_2: 0 / 1
nand3b_1: 2 / 2
nand2_1: 4 / 3
or4b_4: 1 / 1
clkdlybuf4s15_2: 0 / 2
nand3_2: 0 / 1
buf_6: 0 / 7
or4bb_1: 1 / 1
and4_4: 0 / 2
a22oi_2: 0 / 1
buf_4: 1 / 9
nand4_1: 2 / 2
o211ai_1: 1 / 1
o21ai_1: 0 / 2
a221oi_1: 1 / 1
a22oi_1: 2 / 1
and2b_2: 1 / 1
nand2_2: 1 / 2
o2111ai_2: 0 / 1
nor2_1: 4 / 4
nor3_4: 0 / 1
## worst max-delay path, stage by stage
cell and delay, ps:
buf_8 100, ha_4 230, buf_4 130, nand3b_1 180, a221oi_1 310, nand4_1 130
a31oi_1 170, nor3_1 70, buf_2 120
## final timing paths
kind | start | cells past startpoint | end | slack, ps
worst max-delay path | data_i[1] | 9 | cnt_o[0] | -530
worst min-delay path | data_i[4] | 6 | cnt_o[0] | 1270
Power is estimated from default activity; no workload was simulated.
