==> flow/design.v <==
module miss_msg_det #(
	parameter SEQ_NUM_W = 64,
	parameter SID_W     = 80,
	parameter ML_W      = 16,
	parameter SID_GAP_MAX_IDX = SEQ_NUM_W-1	
)(
	input clk,
	input nreset,
	input                 v_i,
	input [SID_W-1:0]     sid_i,
	input [SEQ_NUM_W-1:0] seq_num_i,
	input [ML_W-1:0]      msg_cnt_i,
	input                 eos_i,  
	output logic                 miss_seq_num_v_o,
	output logic [SID_W-1:0]     miss_seq_num_sid_o,
	output logic [SEQ_NUM_W-1:0] miss_seq_num_start_o,	
	output logic [SEQ_NUM_W-1:0] miss_seq_num_cnt_o,
	output logic                 miss_sid_v_o,
	output logic [SID_W-1:0]     miss_sid_start_o,
	output logic [SEQ_NUM_W-1:0] miss_sid_seq_num_start_o,
	output logic [SID_W-1:0]     miss_sid_cnt_o,
	output logic [SEQ_NUM_W-1:0] miss_sid_seq_num_end_o
);
reg   [SID_W-1:0] sid_q;
logic [SID_W-1:0] sid_next;
logic [SID_W-1:0] sid_add;
logic             sid_add_v;
logic             sid_add_overflow;
logic             sid_loop;
logic             sid_lt;
logic             sid_gap_v;
logic [SID_W-1:0] sid_gap;
logic             sid_match;
reg   [SEQ_NUM_W-1:0] seq_q;
logic [SEQ_NUM_W-1:0] seq_next;
logic [SEQ_NUM_W-1:0] seq_add;
logic                 seq_add_overflow;
logic                 seq_add_v;
logic                 seq_gap_v;
logic [SEQ_NUM_W-1:0] seq_gap;
logic [SEQ_NUM_W-1:0] seq_gap_add;
logic                 seq_gap_add_overflow;
logic                 seq_lt;  
logic [ML_W:0] msg_cnt_add_one;
assign { sid_add_overflow, sid_add } = sid_q + { {SID_W-1{1'b0}}, 1'b1};
assign sid_add_v = eos_i;
assign sid_gap   = sid_i - sid_q;
assign sid_gap_v = ~(|sid_gap[SID_W-1:SID_GAP_MAX_IDX]);  
assign sid_lt    = sid_gap_v & ( sid_q < sid_i );
assign sid_next  = sid_add_v ? sid_add : 
				   sid_lt ? sid_i : sid_q;
always @(posedge clk) begin
	if ( ~nreset ) begin
		sid_q <= {SID_W{1'b0}};
	end else if ( v_i ) begin
		sid_q <= sid_next;
	end
end
assign miss_sid_v_o     = sid_lt & v_i;
assign miss_sid_start_o = sid_q;
assign miss_sid_cnt_o   = sid_gap;
assign miss_sid_seq_num_start_o = seq_q;
assign miss_sid_seq_num_end_o   = seq_num_i;
assign msg_cnt_add_one = msg_cnt_i + {{ML_W-1{1'b0}}, 1'b1}; 
assign { seq_add_overflow,     seq_add     } = seq_q     + { {SEQ_NUM_W-ML_W-1{1'b0}}, msg_cnt_add_one };
assign { seq_gap_add_overflow, seq_gap_add } = seq_num_i + { {SEQ_NUM_W-ML_W-1{1'b0}}, msg_cnt_add_one }; 
assign sid_match = sid_q == sid_i;
assign seq_gap   = seq_num_i - seq_q;
assign seq_lt    = seq_q < seq_num_i;
assign seq_gap_v = seq_lt & v_i;  
assign seq_next = eos_i ? '0 : seq_gap_v ? seq_gap_add : seq_add;
always @(posedge clk) begin
	if ( ~nreset ) begin
		seq_q <= '0;
	end else if( v_i ) begin
		seq_q <= seq_next;
	end
end
assign miss_seq_num_v_o     = seq_gap_v & sid_match;
assign miss_seq_num_sid_o   = sid_q;
assign miss_seq_num_start_o = seq_q;
assign miss_seq_num_cnt_o   = seq_gap; 
endmodule
==> flow/run.sh <==
#!/bin/bash
# OpenROAD 26Q1-2900-gdf79404cd8, Yosys 0.63+post, stock flow scripts
make -C /OpenROAD-flow-scripts/flow DESIGN_CONFIG=/design/flow/config.mk WORK_HOME=/design/flow/orfs finish
==> flow/config.mk <==
export PLATFORM = sky130hd
export DESIGN_NAME = miss_msg_det
export DESIGN_NICKNAME = miss_msg_det
export VERILOG_FILES = /design/flow/design.v
export SDC_FILE = /design/flow/constraint.sdc
export NUM_CORES = 4
export LEC_CHECK = 1
export CORE_AREA = 10 10 335 335
export DIE_AREA = 0 0 345 345
==> flow/constraint.sdc <==
current_design miss_msg_det

set clk_period 26.0
set clk_io_pct 0.2

create_clock -name clk0 -period $clk_period [get_ports {clk}]

set non_clock_inputs [all_inputs -no_clocks]
set_input_delay [expr $clk_period * $clk_io_pct] -clock clk0 $non_clock_inputs
set_output_delay [expr $clk_period * $clk_io_pct] -clock clk0 [all_outputs]
==> reports/qor.yml <==
setup_path:
  start_kind: "primary input"
  crit_arrival_ns: 10.30
  required_ns: 20.80
  path_buffers: 4
  cp.depth: 18
  reg2reg_depth: 27
  crit_path_max_fanout: 5
  worst_path_max_delay_cell: "clkdlybuf4s50_1"
  path_class: "primary input to primary output"
  path_cells: "clkdlybuf4s50_1 > inv_1 > ha_1 > fa_1 > nand2b_1 > a21oi_1 > o21ai_0 > a21oi_1 > nor3_1 > o21a_1 > o211ai_1 > inv_1 > nor2_1 > nand4bb_1 > and4b_1 > nand4bb_1 > nor4_1 > clkdlybuf4s50_1"
  cp-end-kind: "primary output"
  cp_top_family: "AND-OR/OR-AND gates"
  slowest_delay_ns: 0.62
floorplanning:
  die_h_um: 345
  fp-utilization: 0.210
  coreArea_um2: 105000
  die_area_um2: 119000
  num_rows: 119
  die_w_um: 345
  pin_count: 662
grt:
  grt_pass1_wl_um: 189000
  grt_max_degree: 62
  grt-busiest-layer: "met2"
  grt_overflow: 0
  use_met1: 0.254
  grt_util_all_layers: 0.213
  use_met2: 0.353
  grt_pass1_vias: 26100
  use_met3: 0.0631
  antenna_found_initial: 14
cts:
  cts_setup_buffers: 0
  clock_latency_ns: 0.50
  cts_buffers: 17
  path_clk_slew_ns: 0.07
  cts_tree: "built"
  root_buffer: "clkbuf_16"
  cts_sinks: 144
  cts_hold_buf: 0
  post_cts_resized: 0
  h-tree-depth: 4
  clockBufferDepth: 2
hold_path:
  whs_path_depth: 2
  worst_hold_path_type: "register to register"
synth:
  logic_family: "AND-OR/OR-AND gates"
  mux_area_frac: 0.0110
  top_area_frac: 0.130
  synth_cell_types: 92
  synthArstFlopShare: 0
  ys_cells: 3227
  edf_count: 0
  simple_gate_area_frac: 0.246
  ff_type: "dfxtp_1"
  synth_cells: 3227
  ys_seq_share: 0.130
  xor_area_frac: 0.0753
  yosysWarnings: 1
  avgSynthCellArea_um2: 6.85
  yosys.area.top_type: "dfxtp_1"
  syn_area_um2: 22100
  yosys_area_um2: 22100
  synth_flop_count: 144
  ys_sh_adder: 0.0950
  compound_area_frac: 0.309
  top_cells_by_area: "dfxtp_1 (13%), ha_1 (9.2%), buf_4 (7.2%), a21oi_1 (6.0%), nand2_1 (5.4%)"
sta:
  finalCritPeriodShare: 0.596
  rsz0062_at_grt: "false"
  setup-violations-final: 0
  max_freq_mhz: 64.5
  fin_ws_ns: 10.50
  clock_skew_ns: 0.0154
  relSlewSlack: 0.205
  setup-tns-final_ns: 0
  hold_viol_final: 0
  worst_pin_slew_ns: 1.18
  fin_crit_ns: 15.50
  slew_violations: 0
cells_and_area:
  drive_above_1_share: 0.0401
  final_cell_mix: "clkdlybuf4s50_1 (658), nand2_1 (317), a21oi_1 (264), o21ai_0 (226), nor2_1 (211)"
  area_growth_pct: 32.3
  utilization: 0.278
  lay_top_count: "clkdlybuf4s50_1"
  final_cell_area_um2: 29200
power:
  intPower_mw: 0.633
  pwr-share-seq: 0.232
  clockPowerShare: 0.239
  switching_share: 0.423
  power_mw: 1.10
  p_leak_nw: 10.1
  switchingPower_mw: 0.465
  ir_worst_vdd_v: 0.0000339
  power.density_nw_per_um2: 37.6
  power_frac_comb: 0.530
drt:
  dr.pass1.iters: 6
  vias_per_cell: 5.40
  drt_iter0_drc: 2305
  via_count: 27100
  wl_per_cell_um: 26.4
  wl_um: 132000
  ant_nets: 0
  drc: 0
placed_design:
  pre_cts_ws_ns: 10.65
  placed_area_um2: 28700
  gp_congestion: 1.11
  dp_hpwl_um: 108000
  portBuffers: 661
job:
  max_cap_violations: 0
  log.warning_count: 25
outcome:
  status: "complete, no violations"
## worst min-delay path, stage by stage (launching register included)
cell     delay, ns
dfxtp_1       0.37
nand2_1       0.07
o21ai_1       0.05
## path summary, 6_finish.rpt
check | startpoint | endpoint | slack (ns)
hold / removal | seq_q[60] | seq_q[60] | 0.54
setup reg to reg | seq_q[56] | seq_q[62] | 17.10
setup / recovery | sid_i[0] | miss_sid_v_o | 10.50
hold reg to reg | seq_q[60] | seq_q[60] | 0.54
## sequential cells by signal (all words and copies together) (netlist names)
name	flops
sid_q	80
seq_q	64
## metrics by stage
stage / cells / hold slack, ns
4_1_cts: 5003 / 0.538
3_5_place_dp: 4972 / 0.525
3_3_place_gp: 4972 / 0.523
6_report: 5006 / 0.539
5_1_grt: 5004 / 0.567
2_1_floorplan: 3227 / 0.453
## area by class of cell
cell class,instances,area [um^2]
antenna,3,7.51
clock buffer,18,439
clock inverter,13,104
fill,11400,75900
inverter,204,767
multi-input combinational,2522,16300
sequential,144,2880
tap,1391,1740
timing repair buffer,711,6980
## per-layer routing
metal  vias to the layer above  routed length [um]  part of all wire
li1                      12400                   -                 -
met1                     12800               50800              0.38
met2                      1544               61600              0.47
met3                       293               12600             0.095
met4                        18                6920             0.052
met5                         -                 111           0.00084
## power by group through the flow
stage	Clock, mW	Combinational [mW]	Sequential [mW]
after global routing	0.277	0.627	0.257
final	0.262	0.581	0.255
after CTS	0.272	0.579	0.255
## cell families (layout without fill, tap and decap cells)
group,count (synthesis),after routing
flip-flops,144,144
XOR/XNOR,190,190
multiplexers,23,23
AND-OR/OR-AND,1031,1031
buffers and inverters,561,946
other,0,3
AND/OR/NAND/NOR,1112,1112
adder cells (fa/ha/maj),166,166
## synth_stat cells (10+ instances only)
cell type,n
nand2b_1,30
or4_1,13
ha_1,163
o21ai_0,226
a211oi_1,31
mux2i_1,12
xnor2_1,123
and2_1,27
nand4_1,97
o221ai_1,12
nor4_1,40
a21oi_1,265
nor2b_1,27
a32o_1,38
buf_4,211
o31ai_1,29
nand2_1,319
clkbuf_1,112
o21a_1,29
a21boi_0,10
o211ai_1,32
buf_2,20
a21o_1,76
o211a_1,13
o21bai_1,29
nor2_1,212
o22ai_1,42
mux2_2,10
nor3_1,113
a31oi_1,41
or2_2,10
dfxtp_1,144
xor2_1,67
a211o_1,15
inv_1,204
a221oi_1,13
nand3_1,139
a31o_2,10
or3_1,18
and3_1,31
Power is estimated from default activity; no workload was simulated.
