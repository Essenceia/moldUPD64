[/design/flow/config.mk]
export PLATFORM = sky130hd
export DESIGN_NAME = countdown
export DESIGN_NICKNAME = countdown
export VERILOG_FILES = /design/flow/design.v
export SDC_FILE = /design/flow/constraint.sdc
export NUM_CORES = 4
export LEC_CHECK = 1
export CORE_AREA = 10 10 70 70
export DIE_AREA = 0 0 80 80
[/design/flow/constraint.sdc]
current_design countdown

set clk_period 6.0
set clk_io_pct 0.2

create_clock -name clk0 -period $clk_period [get_ports {clk}]

set non_clock_inputs [all_inputs -no_clocks]
set_input_delay [expr $clk_period * $clk_io_pct] -clock clk0 $non_clock_inputs
set_output_delay [expr $clk_period * $clk_io_pct] -clock clk0 [all_outputs]
[/design/flow/design.v]
module countdown #(
	parameter CNT_W = 14,  
	parameter CNT_B = 14'b10011100010000  
)(
	input clk,
	input nreset,
	input        start_v_i,  
	output logic finished_o
);
reg   [CNT_W-1:0] cnt_q;
logic [CNT_W-1:0] cnt_next;
logic             zero;
assign zero     = ~|cnt_q; 
assign cnt_next = start_v_i ? CNT_B :
					zero ? '0 : cnt_q - {{CNT_W-1{1'b0}}, 1'd1};
always @(posedge clk)
begin
	if (~nreset ) begin
		cnt_q <= CNT_B;
	end else begin
		cnt_q <= cnt_next;
	end
end
assign finished_o = zero;
endmodule
[/design/flow/run.sh]
#!/bin/bash
# OpenROAD 26Q1-2900-gdf79404cd8, Yosys 0.63+post, stock flow scripts
make -C /OpenROAD-flow-scripts/flow DESIGN_CONFIG=/design/flow/config.mk WORK_HOME=/design/flow/orfs finish
==> deck_impl_summary.md <==
Synthesis and Place & Route Summary

STA
  – TNS Setup: 0 ns
  – Final hold vios: 0
  – Hold slack: 0.488 ns
  – Period utilization: around 55%
  – Worst Skew: around 0.0012 ns
  – Min Tclk post-route: between 3 and 4 ns
  – Worst slew pin tran: just over 0.4 ns
  – Final setup fails: 0
  – Max-slew violation count: 0
  – Slew HR: 72.8%
  – Unrepaired setup endpoints after global routing: no
  – Fmax: roughly 310 MHz

Power and ir drop
  – Sw Ratio: 24.7%
  – Leakage Power: 0.239 nW
  – Comb pwr share: 10.7%
  – Internal: between 0.1 and 0.15 mW
  – Peak supply drop: between 0.1 and 0.15 mV
  – Clk pwr share: 36.7%
  – P per Cell Area: 251 mW/mm^2
  – Sw Pwr: about 0.047 mW
  – Reg power frac: a little over half

Critical path
  – Slowest CP cell: or4_1
  – Crit-path cells: or4_1 -> nor4_4 -> clkdlybuf4s50_1
  – CP arrival: between 2 and 2.5 ns
  – Critical Path Max Stage Delay: between 0.6 and 0.7 ns
  – Crit path capture type: output port
  – CP Max Fanout: 5
  – Setup CP Type: flop to output port
  – Critical Path Source Type: flop
  – CP Data Required Time: approximately 4.8 ns

Place
  – Final HPWL DP: 810 um
  – DP Cell Count: about 120
  – GPL Wtd Cong: a little over 0.8
  – Port Buffers: 3
  – Placed cell area: around 720 um^2

Route
  – Antenna fix cells: 0
  – Post-route ant nets: 0
  – Drt wl/cell: between 9 and 10 um
  – Vias/cell: approximately 4
  – Pre-antenna DRT Iters: 2
  – DRC errors left: 0
  – Initial DRC count: 6
  – Vias: 478
  – DRT Wirelength: ~1100 um

Floorplan
  – Chip area: around 0.0064 mm^2
  – DIE WIDTH: 80 um
  – Row count: 21
  – Vert. Die Dim: 80 um
  – I/O Pins: 4
  – Initial Utilization: a little under a fifth
  – Core Box Area: between 0.003 and 0.004 mm^2

Logic synthesis
  – Yosys chip area: ~650 um^2
  – Cells after Synth: around 69
  – Syn Area/Cell: ~9.4 um^2
  – Post-synth regs: 14
  – Yosys warning count: 1
  – Yosys cell count: 69
  – Sequential area share after synthesis: between 40 and 50%
  – Synthesized cell area: between 600 and 700 um^2
  – Cell Type Count: 23

Global routing
  – Largest net degree at the start of global routing: 11
  – Number of global-route vias before repair: around 420
  – Antenna violations before repair: 0
  – Grt total ovfl: 0
  – Tot GR Track Use: ~3.7%
  – Global-route wire length before repair: between 1500 and 2000 um

CTS
  – Sink Count: 14
  – Setup bufs post-CTS: 0
  – CTS tree: done
  – CTS H-Tree Depth: 1
  – Resize count post-CTS: 0
  – Max clock buf depth: 2
  – Clock root buffer: clkbuf_4
  – Clock Pin Slew Worst Setup and Hold Paths: approximately 0.090 ns
  – CTS Buf Count: 3
  – Clk Latency, worst-skew pair: around 0.28 ns
  – Hold buffers post-CTS: 0

Final layout
  – Commonest Layout Cell: dfxtp_1
  – Top flop regs: cnt_q x14
  – Layout cells sized above 1: around a tenth
  – Area Growth Syn to Fin: 16.2%
  – Layout Cells excl Fill: 120
  – Most numerous logic cells after layout: dfxtp_1, nor2_1, xnor2_1
  – Top reg by flops: cnt_q
  – Design area: approximately 750 um^2
  – Max reg flops: 14

Job
  – Max cap viols: 0
  – Log Warnings: 25

Min path
  – Worst hold path type: flop to flop

Status
  – Status: finished, final reports clean
==> critical path, delay by kind of cell (launching register included) <==
family	cells	cell delay (ns)
DFF	1	0.33
buffers and inverters	1	0.51
and+or+nand+nor	2	0.95
==> path summary, 6_finish.rpt <==
path                  startpoint             endpoint  slack [ns]  cells past startpoint
max          cnt_q[9]$_SDFF_PP1_           finished_o        2.73                      3
max reg2reg  cnt_q[9]$_SDFF_PP1_  cnt_q[9]$_SDFF_PP1_        4.04                      4
min reg2reg  cnt_q[0]$_SDFF_PP0_  cnt_q[0]$_SDFF_PP0_        0.49                      1
min          cnt_q[0]$_SDFF_PP0_  cnt_q[0]$_SDFF_PP0_        0.49                      1
==> metrics by stage <==
stage / util, % / setup WS, ns / power [mW]
floorplan: - / 3.64 / 0.119
global placement: 21.0 / 3.05 / 0.122
detailed placement: 21.0 / 3.03 / 0.122
CTS: 22.1 / 2.71 / 0.191
global route: 22.1 / 2.63 / 0.199
finish: 22.1 / 2.73 / 0.189
==> per-layer routing <==
layer	share of wire, %	vias to the layer above	track usage, %
met2	40	7	4.65
met1	52	222	5.46
li1	-	247	-
met4	1.8	0	0.704
met5	0	-	0
met3	6.7	2	1.93
==> layout make-up <==
type | count | area, um^2
clock buffers | 4 | 36.3
fillers | 386 | 2660
inverters | 2 | 7.51
multi-input cells | 51 | 342
flip-flops and latches | 14 | 280
well taps | 46 | 57.6
repair buffers | 3 | 30.0
==> power by group through the flow <==
stage	clock, mW	combinational, mW	sequential (mW)
after CTS	0.0712	0.0204	0.0996
after global routing	0.0762	0.0227	0.100
final	0.0695	0.0202	0.0996
==> cells by family (layout without fill, tap and decap cells) <==
group	after synthesis	in the layout	synth area share (%)
compound gates	5	5	4.25
fa+ha+maj	1	1	1.93
buf+inv	4	9	4.05
flops	14	14	43.2
simple gates	35	35	33.0
xor+xnor	10	10	13.5
==> cell usage after synthesis <==
library cell,count,area [um^2]
nor2b_1,1,6.26
buf_6,1,11.3
nor4b_1,1,8.76
dfxtp_1,14,280
nand3b_1,1,7.51
nand4b_1,1,8.76
nor3_1,5,25.0
o21ai_0,4,20.0
buf_4,1,7.51
nor4_2,1,12.5
nand3_1,1,5.00
xnor2_1,7,61.3
nor4_4,1,21.3
nor2_1,12,45.0
nand2b_1,2,12.5
inv_1,2,7.51
or2_4,1,8.76
xor2_1,3,26.3
or4_1,4,30.0
ha_1,1,12.5
nand2_1,1,3.75
a21boi_0,1,7.51
or3_1,3,18.8
Power is estimated from default activity; no workload was simulated.
